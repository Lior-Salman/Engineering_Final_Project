[design/flow/config.mk]
export PLATFORM = sky130hd
export DESIGN_NAME = axis_sm
export DESIGN_NICKNAME = axis_sm
export VERILOG_FILES = /design/flow/design.v
export SDC_FILE = /design/flow/constraint.sdc
export NUM_CORES = 4
export LEC_CHECK = 1
export CORE_UTILIZATION = 30
[design/flow/constraint.sdc]
current_design axis_sm

set clk_period 16.7
set clk_io_pct 0.2

create_clock -name clk0 -period $clk_period [get_ports {clk}]

set non_clock_inputs [all_inputs -no_clocks]
set_input_delay [expr $clk_period * $clk_io_pct] -clock clk0 $non_clock_inputs
set_output_delay [expr $clk_period * $clk_io_pct] -clock clk0 [all_outputs]
[design/flow/design.v]
`timescale 1ns / 1ps
module axis_sm(
    input clk,
    input rstn,
    input start_en,                  
    input [31:0] phase_start_value,  
    input [31:0] phase_stop_value,   
    input [31:0] phase_step_value,   
    output reg s_axis_phase_tvalid,
    input s_axis_phase_tready,
    output reg [63:0] s_axis_phase_tdata,
    output reg m_axis_phase_tready,
    output reg m_axis_data_tready,
    output reg [4:0] state_reg
    );
    reg [31:0] freq_phase_incr, period_wait_cnt;
    reg sweep_complete;
    wire [31:0] freq_period;
    assign freq_period = 32'd100;
    parameter init               = 5'd0;
    parameter Start              = 5'd1;
    parameter SetTvalidHigh      = 5'd2;
    parameter SetSlavePhaseValue = 5'd3;
    parameter CheckTready        = 5'd4;
    parameter WaitState          = 5'd5;
    parameter CheckLoopCntr      = 5'd6;
    parameter CheckSweepComplete = 5'd7;
    always @ (posedge clk)
        begin                    
            if (!rstn)
                begin
                    m_axis_phase_tready <= 1'b0;
                    s_axis_phase_tdata  <= {64{1'b0}};
                    m_axis_data_tready  <= 1'b0;
                    state_reg <= init;
                    sweep_complete <= 1'b0;
                end
            else
                begin
                    case(state_reg)
                        init :  
                            begin
                                freq_phase_incr <= 32'd0;
                                s_axis_phase_tvalid <= 1'b0;
                                period_wait_cnt <= 32'd0;
                                sweep_complete <= 1'b0;
                                if (start_en)
                                    begin
                                        freq_phase_incr <= phase_start_value;   
                                        state_reg <= Start;
                                    end
                                else
                                    state_reg <= init;
                            end
                        Start :  
                            begin
                                m_axis_phase_tready <= 1'b1;
                                m_axis_data_tready <= 1'b1;
                                state_reg <= SetTvalidHigh;
                            end
                        SetTvalidHigh :  
                            begin
                                s_axis_phase_tvalid <= 1'b1;  
                                state_reg <= SetSlavePhaseValue;
                            end
                        SetSlavePhaseValue :  
                            begin
                                begin
                                    s_axis_phase_tdata[63:32] <= 32'h0000_0000;
                                    s_axis_phase_tdata[31:0] <= freq_phase_incr;
                                    state_reg <= CheckTready;
                                end
                            end
                        CheckTready :  
                            begin
                                if (s_axis_phase_tready == 1'b1)
                                    begin
                                        state_reg <= WaitState;
                                    end
                                else    
                                    begin
                                        state_reg <= CheckTready;
                                    end
                            end
                        WaitState :  
                            begin
                                if (period_wait_cnt >= freq_period)
                                    begin
                                        period_wait_cnt <= 32'd0; 
                                        state_reg <= CheckSweepComplete;
                                    end
                                else
                                    begin
                                        period_wait_cnt <= period_wait_cnt + 1;
                                        state_reg <= WaitState;
                                    end
                            end
                        CheckSweepComplete :  
                            begin
                                if (freq_phase_incr >= phase_stop_value)
                                    begin
                                        sweep_complete <= 1'b1;
                                        state_reg <= CheckLoopCntr;
                                    end
                                else
                                    begin
                                        freq_phase_incr <= freq_phase_incr + phase_step_value;
                                        state_reg <= CheckLoopCntr;
                                    end
                            end
                        CheckLoopCntr :  
                            begin
                                if( sweep_complete)
                                    begin
                                        freq_phase_incr <= phase_start_value;   
                                        sweep_complete <= 1'b0;
                                        if (start_en)
                                            state_reg <= Start;
                                        else
                                            state_reg <= init;
                                    end
                                else
                                    begin
                                        state_reg <= Start;
                                    end
                            end
                    endcase 
                end
        end
endmodule
[design/flow/run.sh]
#!/bin/bash
# OpenROAD 26Q1-2900-gdf79404cd8, Yosys 0.63+post, stock flow scripts
make -C /OpenROAD-flow-scripts/flow DESIGN_CONFIG=/design/flow/config.mk WORK_HOME=/design/flow/orfs finish
==> results.tsv <==
stage	metric	value	unit
outcome	status	finished clean	
setup_path	Worst Path Arrival	6.22	ns
finish	share of layout cells above drive strength 1	4.28	%
routing	post-route antenna net violation count	0	
global_route	first-pass GRT wire length	27300	um
cts	Clock Path Buffers	2	
finish	Fill cells	2114	
synth	total number of yosys warnings	1	
final_timing	final hold slack	0.456	ns
run	tool warnings	27	
synth	Syn Area/Cell	9.01	um^2
synth	Mapped Cells	729	
min_path	Min-Delay Path Class	register to register	
setup_path	largest stage delay on the critical path	0.49	ns
floorplan	die width	150	um
pwr	Gate power share	25.3	%
floorplan	chip area	0.0225	mm^2
final_timing	Tmin final	6.01	ns
final_timing	Setup TNS Final	0	ns
setup_path	slowest stage cell, crit path	a211oi_2	
cts	CTS buffer count	9	
final_timing	FMAX	166	MHz
run	max capacitance violation total	0	
pwr	P_int	0.479	mW
routing	DR WL/cell	15.2	um
finish	Commonest Layout Cell	clkdlybuf4s50_1	
pwr	clock group share of total power	30.2	%
pwr	Reg power frac	44.5	%
routing	DR vias/cell	4.74	
global_route	total global-route track usage	16.4	%
synth	Mapped Area	0.00657	mm^2
pwr	switching share of power	31.1	%
cts	cts repair resizes	0	
floorplan	IO Count	172	
final_timing	Tightest Pin Transition	0.777	ns
placed_design	Detailed Place HPWL	13700	um
setup_path	Worst Path Max Fanout	7	
pwr	cell area power density	81.7	mW/mm^2
setup_path	crit-path cells	clkdlybuf4s50_1 > ha_1 > fa_1 > a21oi_1 > o211ai_1 > a22oi_1 > a21oi_1 > a211oi_2 > nand2_1 > a211o_1 > o211ai_1	
floorplan	core area	0.0212	mm^2
floorplan	Die Ht	150	um
synth	Unique masters post-synth	60	
placed_design	count of port buffers added during placement	137	
final_timing	RSZ-0062 raised after global routing	false	
global_route	initial antenna violation count	1	
synth	Yosys Chip Area	0.00657	mm^2
synth	# Cells Yosys	729	
min_path	hold-critical path depth	2	
setup_path	Critical Path Sink Type	register	
pwr	sw power	0.216	mW
routing	Vias	5510	
global_route	vias in the first global route	5150	
finish	Largest regs	freq_phase_incr (32), period_wait_cnt (32), s_axis_phase_tdata (32)	
pwr	P_leak	3.42	nW
routing	DRC violations left	0	
setup_path	delay-heaviest family, CP	AND-OR/OR-AND gates	
setup_path	Setup Crit Path Kind	input pin to register	
finish	register area	0.00269	mm^2
cts	CTS Root Cell	clkbuf_16	
global_route	gr ovfl total	0	
routing	drt pass-1 iters	4	
routing	drt total wl	17700	um
finish	non-filler instance count after layout	1163	
cts	# H-tree levels	3	
synth	Dominant flop cell	edfxtp_1	
cts	post-CTS setup buffers	0	
cts	Sink Count	102	
synth	Post-synth ARST share	0	%
final_timing	Hold Vio Cnt, Final	0	
final_timing	Slew HR	48.1	%
cts	CTS tree	done	
finish	most frequent cells in the layout	clkdlybuf4s50_1, nand2_1, a21oi_1	
placed_design	GP Congestion	0.895	
setup_path	CP Launch Type	input pin	
floorplan	row cnt	53	
pwr	maximum vdd drop	0.0000380	V
finish	Gate Area	0.00358	mm^2
final_timing	Layout Skew	0.00860	ns
final_timing	fin. max-slew vios	0	
final_timing	Final setup violation count	0	
synth	Post-synth seq share	41.0	%
synth	FF+latch count, synth	102	
cts	CTS clk-pin slew, worst paths	0.08	ns
routing	1st-iter DRT viols	342	
setup_path	crit path DRT	16.91	ns
synth	EDFF count, synth	65	
setup_path	CP Depth	11	
setup_path	Worst Reg-to-Reg Cells	10	
final_timing	period utilization	36.0	%
cts	Clock Latency Late Sink	0.36	ns
pwr	overall power	0.695	mW
cts	CTS Hold Bufs	0	
finish	area grow syn2layout	29.5	%
placed_design	Cells after DPL	1146	
setup_path	buffers plus inverters on the worst setup path	1	
global_route	pin count of the biggest net entering global routing	38	
floorplan	Floorplan Utilization	30.9	%
## final timing paths
path,from,to,slack (ns)
max,phase_step_value[0],freq_phase_incr[30],10.69
max reg2reg,freq_phase_incr[0],freq_phase_incr[30],13.66
min,s_axis_phase_tdata[11],s_axis_phase_tdata[11],0.46
min reg2reg,s_axis_phase_tdata[11],s_axis_phase_tdata[11],0.46
## per-stage QoR
step,util [%],worst slack (ns),cell area [um^2]
after floorplan,-,10.10,6790
after global placement,38.7,10.39,8210
after detailed placement,38.7,10.33,8210
after CTS,40.1,10.71,8500
after global routing,40.1,10.49,8500
final,40.1,10.69,8500
## layer usage
metal	GRT usage [%]	share of wire (%)	wire length, um
met2	26.0	47	8220
met3	2.24	3.9	697
met1	24.9	48	8490
met5	0	0	0
met4	2.63	1.5	264
## cells in the mapped netlist (5+ instances only)
| master | count | area [um^2] |
|---|---|---|
| nor4_1 | 6 | 37.5 |
| inv_1 | 46 | 173 |
| and3_1 | 5 | 31.3 |
| nor2_2 | 7 | 43.8 |
| ha_1 | 65 | 813 |
| nand4_1 | 14 | 87.6 |
| a21o_1 | 20 | 150 |
| edfxtp_1 | 65 | 1950 |
| buf_4 | 35 | 263 |
| dfxtp_1 | 37 | 741 |
| or3_1 | 5 | 31.3 |
| xor2_1 | 17 | 149 |
| o21ai_0 | 31 | 155 |
| o21bai_1 | 5 | 37.5 |
| nand3_1 | 9 | 45.0 |
| o21ai_1 | 18 | 90.1 |
| nor2_1 | 27 | 101 |
| o211ai_1 | 5 | 37.5 |
| a21oi_1 | 82 | 410 |
| nand2_1 | 119 | 447 |
| xnor2_1 | 14 | 123 |
| nor3_1 | 12 | 60.1 |
| clkbuf_1 | 22 | 82.6 |
## power by group through the flow
stage	sequential, mW	clock (mW)	combinational, mW
6_report	0.309	0.210	0.176
5_1_grt	0.312	0.225	0.198
4_1_cts	0.309	0.216	0.177
## cell families after synthesis
| group | after synthesis | share of synthesized area [%] |
|---|---|---|
| compound gates | 198 | 18.0 |
| xor+xnor | 31 | 4.13 |
| fa+ha+maj | 66 | 12.7 |
| buf+inv | 106 | 8.17 |
| flops | 102 | 41.0 |
| mux | 1 | 0.152 |
| other cells | 1 | 0.0571 |
| simple gates | 224 | 15.8 |
## layout make-up
| cell class | count | share of cell area, % |
|---|---|---|
| clock buffer | 9 | 2.65 |
| timing repair buffer | 143 | 16.7 |
| tap | 275 | 4.05 |
| clock inverter | 7 | 0.750 |
| sequential | 102 | 31.7 |
| inverter | 47 | 2.07 |
| multi-input combinational | 579 | 42.1 |
| antenna | 1 | 0.0294 |
## worst reg2reg max path, cell delays in order, from the launching register on
cell,delay (ns)
edfxtp_1,0.42
ha_1,0.25
fa_1,0.41
a21oi_1,0.25
o211ai_1,0.19
a22oi_1,0.25
a21oi_1,0.13
a211oi_2,0.49
nand2_1,0.14
a211o_1,0.28
o211ai_1,0.08
Power is estimated from default activity; no workload was simulated.
